File: /design/flow/config.mk
export PLATFORM = sky130hd
export DESIGN_NAME = MyDesign
export DESIGN_NICKNAME = MyDesign
export VERILOG_FILES = /design/flow/design.v
export SDC_FILE = /design/flow/constraint.sdc
export NUM_CORES = 4
export LEC_CHECK = 1
export CORE_AREA = 10 10 106 106
export DIE_AREA = 0 0 116 116
File: /design/flow/constraint.sdc
current_design MyDesign

set clk_period 5.5
set clk_io_pct 0.2

create_clock -name clk0 -period $clk_period [get_ports {clk}]

set non_clock_inputs [all_inputs -no_clocks]
set_input_delay [expr $clk_period * $clk_io_pct] -clock clk0 $non_clock_inputs
set_output_delay [expr $clk_period * $clk_io_pct] -clock clk0 [all_outputs]
File: /design/flow/design.v
module MyDesign (dut_run,
                dut_busy,
                reset_b,
                clk,
                dut_sram_write_address,
                dut_sram_write_data,
                dut_sram_write_enable,
                dut_sram_read_address,
                sram_dut_read_data,
                dut_wmem_read_address,
                wmem_dut_read_data
                );
input dut_run;
output reg dut_busy;
input reset_b;
input clk;
output reg [11:0] dut_sram_write_address;
output reg [15:0] dut_sram_write_data;
output reg dut_sram_write_enable;
output reg [11:0] dut_sram_read_address;
output reg [11:0] dut_wmem_read_address;
input [15:0] sram_dut_read_data;
input [15:0] wmem_dut_read_data;
reg [3:0] result1;
reg [3:0] result2;
reg [3:0] result3;
reg [3:0] result4;
reg flag;
always @(posedge clk)
    begin
    if(dut_run)
        begin
            dut_busy <=1;
            dut_sram_write_enable <= 1'b1;  
            flag <= 1;   
        end
    if(flag)  
        begin
            dut_busy <=0;
            dut_sram_write_enable <= 1'b0;
        end
    if(!reset_b)  
        begin
            dut_busy <= 0;
            dut_sram_write_enable <= 1'b0;
            dut_sram_write_address <= 1'b0;  
            dut_wmem_read_address = 4'b0;    
            dut_sram_read_address = 4'b0;    
        end
    result1 <= {3'b0, (sram_dut_read_data[0]~^ wmem_dut_read_data[0])} + {(sram_dut_read_data[1]~^wmem_dut_read_data[1])} + {(sram_dut_read_data[2]~^wmem_dut_read_data[2])}
           + { (sram_dut_read_data[4]~^wmem_dut_read_data[3])} + { (sram_dut_read_data[5]~^wmem_dut_read_data[4])} + {(sram_dut_read_data[6]~^wmem_dut_read_data[5])}
           + { (sram_dut_read_data[8]~^wmem_dut_read_data[6])} + { (sram_dut_read_data[9]~^wmem_dut_read_data[7])} + {(sram_dut_read_data[10]~^wmem_dut_read_data[8])};
    result2 <= {3'b0, (sram_dut_read_data[1]~^wmem_dut_read_data[0])} + {(sram_dut_read_data[2]~^wmem_dut_read_data[1])} + { (sram_dut_read_data[3]~^wmem_dut_read_data[2])}
           + { (sram_dut_read_data[5]~^wmem_dut_read_data[3])} + { (sram_dut_read_data[6]~^wmem_dut_read_data[4])} + { (sram_dut_read_data[7]~^wmem_dut_read_data[5])}
           + { (sram_dut_read_data[9]~^wmem_dut_read_data[6])} + { (sram_dut_read_data[10]~^wmem_dut_read_data[7])} + { (sram_dut_read_data[11]~^wmem_dut_read_data[8])};
    result3 <= {3'b0, (sram_dut_read_data[4]~^wmem_dut_read_data[0])} + { (sram_dut_read_data[5]~^wmem_dut_read_data[1])} + { (sram_dut_read_data[6]~^wmem_dut_read_data[2])}
           + { (sram_dut_read_data[8]~^wmem_dut_read_data[3])} + { (sram_dut_read_data[9]~^wmem_dut_read_data[4])} + { (sram_dut_read_data[10]~^wmem_dut_read_data[5])}
           + { (sram_dut_read_data[12]~^wmem_dut_read_data[6])} + { (sram_dut_read_data[13]~^wmem_dut_read_data[7])} + { (sram_dut_read_data[14]~^wmem_dut_read_data[8])};
    result4 <= {3'b0, (sram_dut_read_data[5]~^wmem_dut_read_data[0])} + {(sram_dut_read_data[6]~^wmem_dut_read_data[1])} + {(sram_dut_read_data[7]~^wmem_dut_read_data[2])}
           + {(sram_dut_read_data[9]~^wmem_dut_read_data[3])} + {(sram_dut_read_data[10]~^wmem_dut_read_data[4])} + { (sram_dut_read_data[11]~^wmem_dut_read_data[5])}
           + { (sram_dut_read_data[13]~^wmem_dut_read_data[6])} + { (sram_dut_read_data[14]~^wmem_dut_read_data[7])} + { (sram_dut_read_data[15]~^wmem_dut_read_data[8])};
    if(result1>=5)   
        dut_sram_write_data[0] <= 1'b1;
    else
        dut_sram_write_data[0] <= 1'b0;
    if(result2>=5)
        dut_sram_write_data[1] <= 1'b1;
    else
        dut_sram_write_data[1] <= 1'b0;
    if(result3>=5)
        dut_sram_write_data[2] <= 1'b1;
    else
        dut_sram_write_data[2] <= 1'b0;
    if(result4>=5)
        dut_sram_write_data[3] <= 1'b1;
    else
        dut_sram_write_data[3] <= 1'b0;
    end
endmodule
File: /design/flow/run.sh
#!/bin/bash
# OpenROAD 26Q1-2900-gdf79404cd8, Yosys 0.63+post, stock flow scripts
make -C /OpenROAD-flow-scripts/flow DESIGN_CONFIG=/design/flow/config.mk WORK_HOME=/design/flow/orfs finish
==> ci_impl_report.md <==
## PnR job results

| Metric | Value |
|---|---|
| Lkg Pwr | 0.9835 nW |
| CP max-delay cell | clkdlybuf4s50_1 |
| Synthesized flop and latch total | 20 |
| Combinational group share of total power | a little over half |
| Unrepaired setup endpoints after global routing | false |
| Setup Slack @ Placement | approximately 0.86 ns |
| Crit path DRT | between 5 and 6 ns |
| Final Hold Viols | 0 |
| Reg2Reg Setup Slack | slightly below 5 ns |
| Reg2reg start | result2[1]$_DFF_P_ |
| Synth-to-layout area growth | 15.12% |
| Yosys chip area | 1820 um^2 |
| Cell Rows | 34 |
| Share of cells above drive strength 1 | about 1.4% |
| Count of final setup violators | 0 |
| Clock Path Buffers | 2 |
| Total die area | about 13000 um^2 |
| CTS Hold Buffers Added | 0 |
| CTS tree | yes |
| Final slew viol count | 0 |
| Antenna diode count | 0 |
| Ports | 89 |
| CTS Sinks | 20 |
| CP peak stage delay | between 0.6 and 0.7 ns |
| Crit-path max FO | 4 |
| Cell mode on critical path | fa_1 |
| Number of fillers in the final layout | around 950 |
| DP Cell Count | between 300 and 400 |
| Seq share, synth | 21.99% |
| Final setup margin | 1.166 ns |
| Clock Latency Late Sink | around 0.25 ns |
| Resize count post-CTS | 0 |
| Min Tclk post-route | between 4 and 5 ns |
| YS warnings | 13 |
| Antenna viol nets, final | 0 |
| Die H | ~120 um |
| Internal | roughly 450 uW |
| DR vias | 981 |
| Core area | 8848 um^2 |
| Setup repair bufs after CTS | 0 |
| Final TNS setup | 0 ns |
| Largest net degree at the start of global routing | 11 |
| FP Util | roughly a fifth |
| Number of max-cap violations | 0 |
| Hpwl dp | 3114 um |
| Fin cells | 320 |
| PD cells | between 300 and 400 nW/um^2 |
| RePlAce Congestion | between 0.7 and 0.8 |
| Clock-pin slew on the worst setup and hold paths | around 0.060 ns |
| Mapped Area | approximately 1800 um^2 |
| Critical Path AT | 4.53 ns |
| Number of library cell types mapped by synthesis | 13 |
| R2R cell count | 2 |
| Vias in the first global route | ~1100 |
| Total GRT Usage | 4.739% |
| Hold Crit Class | reg2reg |
| Grt total ovfl | 0 |
| Post-DR wirelength/cell | 10.42 um |
| Gate Count Post-Synth | roughly 180 |
| Syn avg cell area | roughly 10 um^2 |
| Worst setup path endpoint | result3[1]$_DFF_P_ |
| End of the worst register-to-register path | dut_sram_write_data[1]$_DFF_P_ |
| Tool Warnings | 34 |
| Clk root buf | clkbuf_8 |
| Worst setup path start | wmem_dut_read_data[1] |
| Worst Setup Start Kind | input port |
| Tally of buffers added on design ports | 29 |
| Nature of the critical path endpoint | register |
| Drt initial violations | 21 |
| Crit share post-route | approximately four fifths |
| Htree depth | 1 |
| CP Class | in2reg |
| P_sw | roughly 220 uW |
| Clock power frac | 13.2% |
| First-pass GRT wire length | just over 5000 um |
| Final setup skew | 0.0003083 ns |
| Chip Width | roughly 120 um |
| Net Sw Frac | 33.12% |
| Sequential Power Share | about a third |
| Total wire length | 3335 um |
| Critical path, cell by cell | clkdlybuf4s50_1, xor2_1, fa_1, fa_1, fa_1, inv_1, fa_1, inv_1, fa_1, inv_1 |
| Status | complete, no violations |
| Peak Freq | between 0.2 and 0.25 GHz |
| Ys cells | 181 |
| Num CTS Buffers | 3 |
| Initial antenna violation count | 0 |
| Via density | 3.066 |
| Post-route DRC | 0 |
| Pre-Repair DR Iteration Count | 4 |
| Worst VDD drop | 0.1077 mV |
[cell families after synthesis]
| group | share of synthesized area, % |
|---|---|
| AND-OR/OR-AND | 2.337 |
| AND/OR/NAND/NOR | 2.749 |
| flip-flops | 21.99 |
| XOR/XNOR | 19.24 |
| buffers and inverters | 25.98 |
| other | 0.2060 |
| adder cells (fa/ha/maj) | 27.49 |
[cells in the final DEF, fill, tap and decap left out]
cell type / n
nand2b_1: 4
a21oi_1: 3
inv_1: 26
conb_1: 50
o21a_1: 1
xor2_1: 25
dfxtp_1: 20
clkbuf_8: 3
ha_1: 8
xnor2_1: 15
clkdlybuf4s50_1: 29
o21ai_0: 4
fa_1: 20
nor2b_1: 4
[cells in the mapped netlist]
cell | number | area (um^2)
inv_1 | 26 | 97.59
conb_1 | 1 | 3.750
a21oi_1 | 3 | 15.01
nand2b_1 | 4 | 25.02
xnor2_1 | 15 | 131.4
xor2_1 | 25 | 219.0
dfxtp_1 | 20 | 400.4
nor2b_1 | 4 | 25.02
ha_1 | 8 | 100.1
o21a_1 | 1 | 7.510
fa_1 | 20 | 400.4
buf_4 | 50 | 375.4
o21ai_0 | 4 | 20.02
[through the flow]
stage               hold slack, ns  area (um^2)  total power [mW]  utilization (%)
global placement            0.3944         2054            0.5876            23.22
CTS                         0.4062         2096            0.6890            23.69
finish                      0.4045         2096            0.6716            23.69
global route                0.4334         2096            0.7592            23.69
floorplan                   0.3863         2004            0.5045                -
detailed placement          0.3909         2054            0.5974            23.22
[layout make-up]
| type | instances | area [um^2] | share of cell area, % |
|---|---|---|---|
| inverters | 26 | 97.59 | 4.657 |
| flip-flops and latches | 20 | 400.4 | 19.10 |
| multi-input cells | 134 | 1131 | 53.97 |
| well taps | 108 | 135.1 | 6.448 |
| repair buffers | 29 | 290.3 | 13.85 |
| clock buffers | 3 | 41.29 | 1.970 |
[routing by layer]
layer	vias up	GRT usage, %	share of wire, %
li1	495	-	-
met1	440	5.997	42
met2	44	7.926	47
met3	2	1.675	9.7
met4	0	0.5004	0.51
met5	-	0	0
[power groups by stage]
stage	clock network, mW	registers [mW]	logic (mW)
after CTS	0.0922	0.234	0.363
after global routing	0.0978	0.241	0.421
final	0.0884	0.233	0.350
[sequential cells by signal (all words and copies together) (netlist names)]
register	flops
result1	4
result4	4
result3	4
dut_sram_write_data	4
result2	4
[worst min path at each step]
| stage | slack (ns) | endpoint | startpoint | cells past startpoint |
|---|---|---|---|---|
| CTS | 0.41 | dut_sram_write_data[2]$_DFF_P_ | result3[3]$_DFF_P_ | 1 |
| global route | 0.43 | dut_sram_write_data[2]$_DFF_P_ | result3[3]$_DFF_P_ | 1 |
| finish | 0.40 | dut_sram_write_data[2]$_DFF_P_ | result3[3]$_DFF_P_ | 1 |
[worst max-delay path: cells and delay by family]
family	cells	cell delay [ns]
fa+ha+maj	5	2.39
buf+inv	4	0.81
xor+xnor	1	0.22
No activity file was given, so power comes from the tool's default toggle rates.
